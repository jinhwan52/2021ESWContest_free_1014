===== /design/flow/run.sh =====
#!/bin/bash
# OpenROAD 26Q1-2900-gdf79404cd8, Yosys 0.63+post, stock flow scripts
make -C /OpenROAD-flow-scripts/flow DESIGN_CONFIG=/design/flow/config.mk WORK_HOME=/design/flow/orfs finish

===== /design/flow/config.mk =====
export PLATFORM = sky130hd
export DESIGN_NAME = jh_ADDA
export DESIGN_NICKNAME = jh_ADDA
export VERILOG_FILES = /design/flow/design.v
export SDC_FILE = /design/flow/constraint.sdc
export NUM_CORES = 4
export LEC_CHECK = 1
export CORE_UTILIZATION = 50

===== /design/flow/constraint.sdc =====
current_design jh_ADDA

set clk_period 21.4
set clk_io_pct 0.2

create_clock -name clk0 -period $clk_period [get_ports {CLOCK_50}]
create_clock -name clk1 -period $clk_period [get_ports {CLOCK_65}]

set non_clock_inputs [all_inputs -no_clocks]
set_input_delay [expr $clk_period * $clk_io_pct] -clock clk0 $non_clock_inputs
set_output_delay [expr $clk_period * $clk_io_pct] -clock clk0 [all_outputs]

===== /design/flow/design.v =====
module jh_ADDA (
input		          		CLOCK_50,
input		          		CLOCK_65,
output		          	ADC_CLK_A,
output		          	ADC_CLK_B,
input		    [13:0]		ADC_DA,
input		    [13:0]		ADC_DB,
output		          	ADC_OEB_A,
output		          	ADC_OEB_B,
input		          		ADC_OTR_A,
input		          		ADC_OTR_B,
output		          	DAC_CLK_A,
output		          	DAC_CLK_B,
output       [13:0]		DAC_DA,
output		 [13:0]		DAC_DB,
output		          	DAC_MODE,
output		          	DAC_WRT_A,
output		          	DAC_WRT_B,
output		        		POWER_ON,
output                  OSC_SMA_ADC4,
output                  SMA_DAC4,
input							DAC_rst,
input			[5:0]			gain,
output		[13:0]		ADC_out_A,
output		[13:0]		ADC_out_B
						);
reg [13:0] rom_memory [99:0];		 
integer i;
initial begin
	i = 0;
	rom_memory[0] = 8192; 
	rom_memory[1] = 8706; 
	rom_memory[2] = 9218; 
	rom_memory[3] = 9726; 
	rom_memory[4] = 10229; 
	rom_memory[5] = 10723; 
	rom_memory[6] = 11207; 
	rom_memory[7] = 11679; 
	rom_memory[8] = 12138; 
	rom_memory[9] = 12581; 
	rom_memory[10] = 13006; 
	rom_memory[11] = 13413; 
	rom_memory[12] = 13799; 
	rom_memory[13] = 14163; 
	rom_memory[14] = 14503; 
	rom_memory[15] = 14819; 
	rom_memory[16] = 15108; 
	rom_memory[17] = 15370; 
	rom_memory[18] = 15603; 
	rom_memory[19] = 15808; 
	rom_memory[20] = 15982; 
	rom_memory[21] = 16126; 
	rom_memory[22] = 16238; 
	rom_memory[23] = 16318; 
	rom_memory[24] = 16367; 
	rom_memory[25] = 16383; 
	rom_memory[26] = 16367; 
	rom_memory[27] = 16318; 
	rom_memory[28] = 16238; 
	rom_memory[29] = 16126; 
	rom_memory[30] = 15982; 
	rom_memory[31] = 15808; 
	rom_memory[32] = 15603; 
	rom_memory[33] = 15370; 
	rom_memory[34] = 15108; 
	rom_memory[35] = 14819; 
	rom_memory[36] = 14503; 
	rom_memory[37] = 14163; 
	rom_memory[38] = 13799; 
	rom_memory[39] = 13413; 
	rom_memory[40] = 13006; 
	rom_memory[41] = 12581; 
	rom_memory[42] = 12138; 
	rom_memory[43] = 11679; 
	rom_memory[44] = 11207; 
	rom_memory[45] = 10723; 
	rom_memory[46] = 10229; 
	rom_memory[47] = 9726; 
	rom_memory[48] = 9218; 
	rom_memory[49] = 8706; 
	rom_memory[50] = 8192; 
	rom_memory[51] = 7677; 
	rom_memory[52] = 7165; 
	rom_memory[53] = 6657; 
	rom_memory[54] = 6154; 
	rom_memory[55] = 5660; 
	rom_memory[56] = 5176; 
	rom_memory[57] = 4704; 
	rom_memory[58] = 4245; 
	rom_memory[59] = 3802; 
	rom_memory[60] = 3377; 
	rom_memory[61] = 2970; 
	rom_memory[62] = 2584; 
	rom_memory[63] = 2220; 
	rom_memory[64] = 1880; 
	rom_memory[65] = 1564; 
	rom_memory[66] = 1275; 
	rom_memory[67] = 1013; 
	rom_memory[68] = 780; 
	rom_memory[69] = 575; 
	rom_memory[70] = 401; 
	rom_memory[71] = 257; 
	rom_memory[72] = 145; 
	rom_memory[73] = 65; 
	rom_memory[74] = 16; 
	rom_memory[75] = 0; 
	rom_memory[76] = 16; 
	rom_memory[77] = 65; 
	rom_memory[78] = 145; 
	rom_memory[79] = 257; 
	rom_memory[80] = 401; 
	rom_memory[81] = 575; 
	rom_memory[82] = 780; 
	rom_memory[83] = 1013; 
	rom_memory[84] = 1275; 
	rom_memory[85] = 1564; 
	rom_memory[86] = 1880; 
	rom_memory[87] = 2220; 
	rom_memory[88] = 2584; 
	rom_memory[89] = 2970; 
	rom_memory[90] = 3377; 
	rom_memory[91] = 3802; 
	rom_memory[92] = 4245; 
	rom_memory[93] = 4704; 
	rom_memory[94] = 5176; 
	rom_memory[95] = 5660; 
	rom_memory[96] = 6154; 
	rom_memory[97] = 6657; 
	rom_memory[98] = 7165; 
	rom_memory[99] = 7677; 
end
reg		 [19:0]		sin_out;
assign  DAC_WRT_A = ~CLOCK_50;       
assign  DAC_MODE = 1; 		       	 
assign  DAC_CLK_A = ~CLOCK_50; 	    
assign  DAC_DA = sin_out[13:0];				 
assign  POWER_ON  = 1;             
always @(posedge CLOCK_50)											
begin
		i = i + 1;
		if(i == 100) i = 0;
		if (DAC_rst) 
			sin_out = 0;
		else	begin
			if (gain == 0) sin_out = 0; 
			else	sin_out = (rom_memory[i] * gain) >> 6;
		end 
end
reg		 [13:0]		r_ADC_DA;
reg		 [13:0]		r_ADC_DB;
assign  ADC_OEB_A = 0; 		  	     
assign  ADC_OEB_B = 0; 		  	     
assign  ADC_CLK_A = ~CLOCK_50;
assign  ADC_CLK_B = ~CLOCK_50;  	     
assign  ADC_out_A = r_ADC_DA;
assign  ADC_out_B = r_ADC_DB;
always @ (posedge CLOCK_65) 
begin
	r_ADC_DA <= ADC_DA;
	r_ADC_DB <= ADC_DB;
end
endmodule

==> Table 3: Implementation characteristics <==
Physical design parameters

Parameter                              Value

Status
  Result of the run    completed

Clock tree
  Number of hold-repair buffers added at the cts stage    0
  CTS tree    built
  Clock transition time at the flip-flop clock pins of the worst setup and hold paths    70 ps
  Resized cells post-CTS    0
  Setup bufs post-CTS    0

Finish
  Layout filler cell count    1,278
  Area taken by multi-input logic gates    5260 um^2
  Fraction of final layout cells with drive strength greater than 1    5.20%
  Number of cells in the finished layout apart from fillers    1,184
  Area overhead of the layout relative to synthesis    13.7%
  Seq. cell area    1480 um^2

Placement
  # placed instances    1,169
  Hpwl dp    14,500 um
  PortBufs    81
  Global placement routability congestion    0.984

Job
  Tool Warnings    44
  Max-cap violations    0

Floorplan
  Num ports    107
  Vert. Die Dim    124 um
  Row Count    44
  Floorplan core area    14,500 um^2
  Total Die Area    15,300 um^2
  Initial core utilization    51.2%
  Chip Width    124 um

Hold path
  Type of the worst min-delay path    register to register
  Min-delay src    i[16]

Global routing
  GRT Total Usage    28.0%
  Largest net degree at the start of global routing    45
  Total congestion overflow    0
  Global-route wire length before repair    32,500 um
  Via count of the first global-routing pass    6,471
  Number of antenna violations at the first check in global routing    0

Drt
  Mean routed wirelength per cell    16.9 um
  Wirelength, routed    20,100 um
  Via count of the routed design    6,973
  DRT antenna net count    0
  Detailed Routing Iterations Pass 1    6
  Count of unresolved DRC violations after routing    0
  Drt via density    5.89
  First-iteration detailed-routing DRC count    527
  Number of antenna repair diodes    0

Logic synthesis
  Yosys stat chip area    7410 um^2
  Post-Synthesis Cells    965
  Synthesized area divided by synthesized cell count    7.68 um^2
  Yosys cell count    965
  Sequential-to-total area share from yosys stat    20.0%
  Biggest area cells    sky130_fd_sc_hd__dfxtp_1 20%, sky130_fd_sc_hd__fa_1 13%, sky130_fd_sc_hd__ha_1 5.7%
  Registers, synthesis    74
  Yosys warning count    19
  Synth Cell Area    7410 um^2
  Top cell type by total area after synthesis    sky130_fd_sc_hd__dfxtp_1
  Yosys cell types    77
  Largest type area fraction    20.0%
  Post-synth top flop    sky130_fd_sc_hd__dfxtp_1
  Post-synth tally of flip-flops with integrated enable    0
  Proportion of synthesized flip-flops having asynchronous set or reset    0%

Timing
  Transition at the pin with the smallest max-transition slack    939 ps
  RSZ-0062 raised after global routing    no
  Accumulated negative setup slack    0 ps
  Final worst clock skew    10.6 ps
  Hold violation count in the final report    0
  Final-report max-slew violation count    0
  Final setup violation count    0
  Max-slew headroom at the worst pin    36.9%

Pwr
  Power density of the placed cells    47.9 nW/um^2
  Standby leakage power    3.33 nW
  Worst VDD drop    56.5 uV

Worst setup path
  Critical Path Start Type    clock port
  Startpoint of the most critical setup path    CLOCK_50
  Worst reg2reg path startpoint    i[0]
  Data required time at the worst endpoint    17,120 ps
  Cell family contributing the most delay on the critical path    buffers and inverters
  Critical path buffer and inverter count    4
  CP cell instances    clkbuf_16 > clkbuf_16 > inv_1 > clkdlybuf4s50_1
  Type of the worst setup path    clock port to output pin
  Nature of the critical path endpoint    output pin
  Slowest cell delay on critical path    450 ps
  Critical path's slowest cell    sky130_fd_sc_hd__clkdlybuf4s50_1
  Arrival time at the worst endpoint    11,520 ps
  Largest fanout on the critical path    18
  Cell repeated most along the worst path    sky130_fd_sc_hd__clkbuf_16
[worst paths after layout]
path | slack (ps) | endpoint | cells after the start
min | 500 | i[16] | 1
max | 5600 | DAC_CLK_A | 4
min in group clk1 | 4460 | r_ADC_DA[6] | 1
max reg2reg | 11310 | sin_out[11] | 33
min reg2reg | 500 | i[16] | 1
max in group clk1 | 16850 | r_ADC_DA[5] | 1
[stage by stage]
stage	instance area (um^2)	hold slack, ps	total power, W	setup slack [ps]	utilization, %
after floorplan	7490	451	0.000234	6270	-
after global routing	8430	523	0.000433	5560	58.2
after CTS	8430	494	0.000410	5580	58.2
final	8430	497	0.000404	5600	58.2
after global placement	8170	464	0.000276	5900	56.5
after detailed placement	8170	480	0.000276	5900	56.5
[layer usage]
layer | share of wire, % | wire length, um | GRT usage [%] | up-vias
met5 | 0 | 0 | 0 | -
met4 | 3.0 | 601 | 7.91 | 0
met3 | 8.2 | 1640 | 6.59 | 55
met2 | 44 | 8920 | 41.4 | 318
met1 | 44 | 8900 | 42.0 | 3238
li1 | - | - | - | 3362
[cell usage in the layout (no fill, tap or decap), types with 13 or more instances in the layout]
master / instances
sky130_fd_sc_hd__fa_1: 48
sky130_fd_sc_hd__inv_1: 79
sky130_fd_sc_hd__clkdlybuf4s50_1: 81
sky130_fd_sc_hd__dfxtp_1: 74
sky130_fd_sc_hd__buf_4: 13
sky130_fd_sc_hd__xor2_1: 21
sky130_fd_sc_hd__conb_1: 22
sky130_fd_sc_hd__nand2_1: 91
sky130_fd_sc_hd__a21o_1: 15
sky130_fd_sc_hd__a21oi_1: 64
sky130_fd_sc_hd__o21ai_0: 51
sky130_fd_sc_hd__ha_1: 34
sky130_fd_sc_hd__xnor2_1: 15
sky130_fd_sc_hd__nand3_1: 27
sky130_fd_sc_hd__nor3_1: 21
sky130_fd_sc_hd__nor2_1: 87
sky130_fd_sc_hd__nand4_1: 16
sky130_fd_sc_hd__nand2b_1: 15
sky130_fd_sc_hd__and2_1: 33
[power by group]
group	total, W	switching [W]	internal, W	leakage [nW]
logic	0.000109	0.0000501	0.0000591	2.57
registers	0.000150	0.00000223	0.000148	0.610
clock network	0.000145	0.0000582	0.0000868	0.158
[cells in the mapped netlist, drive strengths merged, types with 12 or more instances]
library cell / n
fa: 48
nor3: 21
nand4: 17
inv: 77
buf: 47
xor2: 23
nand3: 29
ha: 34
clkbuf: 47
nand2b: 15
a31oi: 12
xnor2: 16
nor2: 87
a21o: 15
a21oi: 66
and2: 33
o21ai: 54
dfxtp: 74
nand2: 91
[cell families after synthesis]
logic type               Yosys count  share of synthesized area (%)
multiplexers                       8                           1.08
buffers and inverters            173                           10.4
AND-OR/OR-AND                    234                           21.4
AND/OR/NAND/NOR                  353                           23.8
adder cells (fa/ha/maj)           82                           18.7
flip-flops                        74                           20.0
other                              2                          0.101
XOR/XNOR                          39                           4.61
[registers in the layout, summed over array words and instances, names as in the netlist]
signal / count
r_ADC_DB: 14
i: 32
sin_out: 14
r_ADC_DA: 14
[layout make-up]
cell class                 count  area share [%]
tap                          184            2.73
sequential                    74            17.6
clock buffer                  13            3.01
clock inverter                 7           0.520
multi-input combinational    738            62.4
timing repair buffer          90            10.3
inverter                      78            3.47
Power figures rest on the tool's default switching activity, not on a simulated workload.
