## design.v

```verilog
module jh_PE4FDTD
#(
	parameter Z_SIZE = 7'd110,		 
				 R_SIZE = 5'd20
)
(
	input 			clk,
	input 			rst,
	input	 [31:0]	pe_number32,
	input	 [5:0]	target_pe,
	input	 [26:0]	r,
	input  [15:0]  iteration_number,
	input	 [26:0]	data,
	input	 [6:0]	addr,
	input 			we,
	input  			computing_on,
	input  [26:0]	n_top,			 
	input	 [26:0]	n_bottom,		 
	output [26:0]	out_n,
	output [6:0]	out_n_addr,
	output [26:0]	Vn1,
	output [6:0]	Vn1_addr,
	output 			starting_write,
	output 			finishing_fdtd
);
	wire [5:0] pe_number;
	assign pe_number = pe_number32[5:0];
	wire [26:0]	M10K1_q;
	wire [26:0] M10K1_data;
	wire [6:0] M10K1_readaddr, M10K1_writeaddr;
	wire M10K1_we;
	M10K_27 mem_voltage_value(
		.data(M10K1_data),
		.read_addr(M10K1_readaddr),
		.write_addr(M10K1_writeaddr),
		.we(M10K1_we), 
		.clk(clk), 
		.q(M10K1_q)
	);
	reg [26:0] 	fdtd_data;
	reg [6:0]  	fdtd_readaddr, fdtd_writeaddr;
	reg 			fdtd_we;
	reg [3:0] 	state_fdtd;
	reg [3:0]	repeat_cycle;
	reg [26:0] 	V_right;
	reg [26:0] 	V_left;	
	reg [26:0] 	V_center;
	wire [26:0] V_top;
	wire [26:0] V_bottom;
	wire [26:0] fdtd_result;
	reg [15:0]	itration;
	reg [26:0] 	second_node, last_second_node;
	jh_efield ce(
		.rst(rst),
		.clock(clk), 
		.r(r),
		.V_right(V_right),							 
		.V_left(V_left),								 
		.V_top(V_top), 								 
		.V_bottom(V_bottom), 						 
		.fdtd_result(fdtd_result)
	);	 
	reg 	start_trigger;
	assign V_top = n_top;
	assign V_bottom = n_bottom;
	assign finishing_fdtd = (itration == iteration_number) ? 1'b1 : 1'b0;
	assign starting_write = start_trigger;
	always @(posedge clk) begin
		if(rst) begin
			fdtd_readaddr <= 0;
			fdtd_writeaddr <= 0;
			fdtd_data <= 0;
			fdtd_we <= 0;
			itration <= 0;
			repeat_cycle <= 0;
			start_trigger <= 0; 
			state_fdtd <= 4'd0;
		end
		if (state_fdtd == 4'd0 && computing_on) begin	
			fdtd_we <= 0;
			itration	<= itration + 16'd1;	
			state_fdtd <= 4'd1;
		end
		if (state_fdtd == 4'd1 && !finishing_fdtd) begin
			fdtd_readaddr <= fdtd_readaddr + 6'd1;
			state_fdtd <= 4'd2;
		end
		if (state_fdtd == 4'd2) begin
			fdtd_readaddr <= fdtd_readaddr + 6'd1;
			V_right <= M10K1_q;
			V_center <= V_right;
			V_left <= V_center;
			repeat_cycle <= (repeat_cycle == 3'd7) ? 1'd0 : repeat_cycle + 3'd1;
			state_fdtd <= (repeat_cycle == 3'd7)  ? 6'd3 : 6'd2;
		end
		if (state_fdtd == 4'd3) begin
			fdtd_readaddr <= fdtd_readaddr + 6'd1;	
			V_right <= M10K1_q;
			V_center <= V_right;
			V_left <= V_center;
			fdtd_we <= 1;								 
			fdtd_data <= fdtd_result;
			fdtd_writeaddr <= fdtd_writeaddr + 6'd1;
			second_node <= fdtd_result;
			start_trigger <= 1'b1;
			state_fdtd <=4'd4;							  
		end
		if (state_fdtd == 4'd4) begin
			V_right <= M10K1_q;
			V_center <= V_right;
			V_left <= V_center;	
			fdtd_we <= 1;
			fdtd_readaddr <= fdtd_readaddr + 6'd1;
			fdtd_data <= fdtd_result;
			fdtd_writeaddr <= fdtd_writeaddr+6'd1;
			state_fdtd <= (fdtd_readaddr == Z_SIZE-2) ? 4'd5 : 4'd4;								  
		end
		if (state_fdtd == 4'd5) begin 
			V_right <= M10K1_q;
			V_center <= V_right;
			V_left <= V_center;
			fdtd_readaddr <= fdtd_readaddr + 6'd1;			 
			fdtd_we <= 1;
			fdtd_data <= fdtd_result;
			fdtd_writeaddr <= fdtd_writeaddr+6'd1;
			state_fdtd <= 4'd6;							  
		end
		if (state_fdtd == 4'd6) begin
			V_right <= M10K1_q;
			V_center <= V_right;
			V_left <= V_center;	
			fdtd_readaddr <= 0;		 
			fdtd_we <= 1;
			fdtd_data <= fdtd_result;
			fdtd_writeaddr <= fdtd_writeaddr+6'd1;
			state_fdtd <= 4'd7;							  
		end
		if (state_fdtd == 4'd7) begin
			fdtd_we <= 1;
			fdtd_data <= fdtd_result;
			fdtd_writeaddr <= fdtd_writeaddr+6'd1;
			repeat_cycle <= (repeat_cycle == 3'd4) ? 1'd0 : repeat_cycle + 3'd1;
			state_fdtd <= (repeat_cycle == 3'd4)  ? 4'd8 : 4'd7;						  
		end
		if (state_fdtd == 4'd8) begin
			fdtd_we <= 1;
			fdtd_data <= fdtd_result;
			fdtd_writeaddr <= fdtd_writeaddr+6'd1;
			last_second_node <= fdtd_result;
			state_fdtd <= 4'd9;							  
		end
		if (state_fdtd == 4'd9) begin
			fdtd_we <= 1;
			fdtd_data <= last_second_node;
			fdtd_writeaddr <= fdtd_writeaddr+6'd1;
			state_fdtd <= 4'd10;							  
		end
		if (state_fdtd == 4'd10) begin							
			fdtd_we <= 1;
			fdtd_data <= second_node;
			fdtd_writeaddr <= 6'd0;
			state_fdtd <= 4'd11;							  
		end
		if (state_fdtd == 4'd11) begin							
			fdtd_we <= 0;
			start_trigger <= 1'b0;
			state_fdtd <= 4'd0;							  
		end
	end
	wire [26:0] mux1_data;
	wire [6:0] 	mux1_readaddr, mux1_writeaddr;
	wire 			mux1_we;
   assign mux1_data = computing_on ? fdtd_data : data;	
	assign mux1_readaddr = computing_on ? fdtd_readaddr : addr;
	assign mux1_writeaddr = computing_on ? fdtd_writeaddr : addr;
	assign mux1_we = computing_on ? fdtd_we : we;
	mux_inpe mux1(
		.computing_on(computing_on),
		.target_pe(target_pe),
		.pe_number(pe_number),
		.in_we(mux1_we),
		.in_readaddr(mux1_readaddr), 
		.in_writeaddr(mux1_writeaddr), 
		.in_data(mux1_data),	
		.out_we(M10K1_we),
		.out_readaddr(M10K1_readaddr),
		.out_writeaddr(M10K1_writeaddr),
		.out_data(M10K1_data)
	);
	assign out_n = computing_on ? V_center : M10K1_q; 	
	assign out_n_addr = fdtd_readaddr;
	assign Vn1 = fdtd_data;
	assign Vn1_addr = fdtd_writeaddr;
endmodule
module mux_inpe
(
	input				computing_on,
	input	 [5:0]	target_pe,
	input	 [5:0]	pe_number,
	input 			in_we,
	input	 [6:0]	in_readaddr, in_writeaddr,
	input  [26:0]	in_data,	
	output reg			out_we,
	output reg [6:0] 	out_readaddr, out_writeaddr,
	output reg [26:0] out_data
);
	always @(*) begin
		if(computing_on) begin  
			out_we = in_we;
			out_readaddr = in_readaddr;
			out_writeaddr = in_writeaddr;
			out_data = in_data;
		end
		else begin
			if(pe_number == target_pe) begin  
				out_we = in_we ;
				out_readaddr = in_readaddr ;
				out_writeaddr = in_writeaddr ;
				out_data = in_data ;
			end
		end
	end  
endmodule
module M10K_27
#(parameter DATA_WIDTH=27, parameter ADDR_WIDTH=7)
(
	input [(DATA_WIDTH-1):0] data,
	input [(ADDR_WIDTH-1):0] read_addr, write_addr,
	input we, clk,
	output reg [(DATA_WIDTH-1):0] q
);
	reg [DATA_WIDTH-1:0] ram[2**ADDR_WIDTH-1:0] 	 ;
	always @ (posedge clk)
	begin
		if (we)
			ram[write_addr] <= data;
		q <= ram[read_addr];
	end
endmodule
module jh_PE4FDTD_boundary
(
	input 			clk,
	input 			rst,
	input	 [31:0]	pe_number32,
	input	 [5:0]	target_pe,
	input	 [26:0]	data,
	input	 [6:0]	addr,
	input 			we,
	input 			computing_on, 
	output [26:0]	out_n,
	input	 [6:0]	n_addr,
	input	 [26:0]	Vn1,
	input	 [6:0]	Vn1_addr,
	input 			starting_write,
	input 			finishing_fdtd
);
	wire [5:0] pe_number;
	assign pe_number = pe_number32[5:0];
	wire [26:0]	M10K1_q;
	wire [26:0] M10K1_data;
	wire [6:0] M10K1_readaddr, M10K1_writeaddr;
	wire M10K1_we;
	M10K_27 mem_boundary_condition(
		.data(M10K1_data),
		.read_addr(M10K1_readaddr),
		.write_addr(M10K1_writeaddr),
		.we(M10K1_we), 
		.clk(clk), 
		.q(M10K1_q)
	);
	wire [26:0] boudary_data;
	wire [6:0] 	boudary_readaddr, boudary_writeaddr;
	wire			boudary_we;	
	wire [26:0] mux1_data;
	wire [6:0] 	mux1_readaddr, mux1_writeaddr;
	wire 			mux1_we;
   assign mux1_data = computing_on ? boudary_data : data;	
	assign mux1_readaddr = computing_on ? boudary_readaddr : addr;
	assign mux1_writeaddr = computing_on ? boudary_writeaddr : addr;
	assign mux1_we = computing_on ? boudary_we : we;
	mux_inpe mux1(
		.computing_on(computing_on),
		.target_pe(target_pe),
		.pe_number(pe_number),
		.in_we(mux1_we),
		.in_readaddr(mux1_readaddr), 
		.in_writeaddr(mux1_writeaddr), 
		.in_data(mux1_data),	
		.out_we(M10K1_we),
		.out_readaddr(M10K1_readaddr),
		.out_writeaddr(M10K1_writeaddr),
		.out_data(M10K1_data)
	);
	assign boudary_data = Vn1;
	assign boudary_writeaddr = Vn1_addr;
	assign boudary_readaddr = n_addr - 7'd2;
	assign boudary_we = 	~(starting_write & ~finishing_fdtd) ? 1'b0 :
								(pe_number == 6'd0) 	? 1'b1 :
								(Vn1_addr < 7'd4) 	? 1'b1 :					 
								(Vn1_addr > 7'd105) 	? 1'b1 : 1'b0;			 
	assign out_n = M10K1_q;
endmodule
```

## run.sh

```bash
#!/bin/bash
# OpenROAD 26Q1-2900-gdf79404cd8, Yosys 0.63+post, stock flow scripts
make -C /OpenROAD-flow-scripts/flow DESIGN_CONFIG=/design/flow/config.mk WORK_HOME=/design/flow/orfs finish
```

## config.mk

```make
export PLATFORM = sky130hd
export DESIGN_NAME = jh_PE4FDTD_boundary
export DESIGN_NICKNAME = jh_PE4FDTD_boundary
export VERILOG_FILES = /design/flow/design.v
export SDC_FILE = /design/flow/constraint.sdc
export NUM_CORES = 4
export LEC_CHECK = 1
export CORE_UTILIZATION = 50
```

## constraint.sdc

```tcl
current_design jh_PE4FDTD_boundary

set clk_period 4.4
set clk_io_pct 0.2

create_clock -name clk0 -period $clk_period [get_ports {clk}]

set non_clock_inputs [all_inputs -no_clocks]
set_input_delay [expr $clk_period * $clk_io_pct] -clock clk0 $non_clock_inputs
set_output_delay [expr $clk_period * $clk_io_pct] -clock clk0 [all_outputs]
```

==> results_slide.txt <==
Physical Implementation Snapshot

Status
  • Outcome: complete, no violations

Logic synthesis
  • Yosys stat chip area: 133000 um^2
  • Post-synth regs: 3525
  • Avg Cell Area, Syn: 25.6 um^2
  • Post-synthesis cell count: 5212
  • Synth cell count leaders: 3456 x edfxtp_1, 1134 x mux4_2, 162 x clkbuf_1
  • Async set-reset flop share out of synthesis: 0
  • Top cells by area: edfxtp_1 78%, mux4_2 19%, mux2_2 0.51%
  • Count of library flops with an enable pin: 3456
  • Most common cell in the netlist: edfxtp_1
  • Yosys cell types: 27
  • Yosys warnings: 2
  • Mapped Area: 133000 um^2
  • Yosys cell count: 5212
  • Top area contributor share: 0.779
  • Yosys top cell by area: edfxtp_1
  • Ys flop type: edfxtp_1

Job
  • Log Warnings: 56
  • Max_cap viols: 0

Placed design
  • Buffers added on ports: 118
  • Placed Area: 141000 um^2
  • Placer Congestion: 0.867
  • Post-DP HPWL: 165000 um
  • Placed insts: 8816

Setup path
  • Crit path max-delay family: buffers and inverters
  • Crit path kind: register to output pin
  • CP required: 3.52 ns
  • R2R cell count: 4
  • Crit path max fanout: 1
  • CP Capture Type: output pin
  • Critical Path Max Stage Delay: 0.53 ns
  • Crit path DAT: 1.89 ns
  • FF-to-FF End: mem_boundary_condition.q[16]
  • R2R Path Start: mem_boundary_condition.ram[85][16]
  • Flop2flop setup slack: 1.78 ns
  • Crit path buffers/inverters: 1
  • CP Launch Type: register
  • Crit path cell chain: clkdlybuf4s50_1
  • CP max stage cell: clkdlybuf4s50_1

Layout
  • Layout cells sized above 1: 0.348
  • Finished Layout Cells: 9441
  • Area grow syn2layout: 13.6%
  • Filler Cell Count: 18393
  • Cell area after layout: 151000 um^2

Power and ir drop
  • Leakage power: 46.3 nW
  • VDD IR max: 0.298 mV
  • Pwr dens: 445 nW/um^2

Floorplan
  • Core area: 265000 um^2
  • Core Util at FP: 0.503
  • Num ports: 146
  • Die Y-Extent: 518 um
  • Die Area: 269000 um^2
  • Row cnt: 189
  • Die width: 518 um

Final timing
  • Fmax achieved: 0.361 GHz
  • Relative slew slack: 0.372
  • Endpoints left unconstrained: 6954
  • Final setup viols: 0
  • Setup TNS: 0 ns
  • Slew Limit Fails: 0
  • Unrepaired setup endpoints after global routing: false
  • Least-Margin Pin Slew: 0.939 ns
  • Tmin final: 2.77 ns
  • Count of unclocked register or latch pins: 42
  • Fin crit share: 0.630
  • Endpoints failing hold: 0
  • Clock Skew: 0.0284 ns

Global route
  • Global-route wire length before repair: 446000 um
  • Grt total ovfl: 0
  • Vias in the first global route: 64981
  • Largest net degree at the start of global routing: 105
  • Initial antenna violation count: 7
  • All-Layer GR Usage: 0.270

Clock network
  • CTS tree: yes
  • Late-Pin Clk Latency: 0.88 ns
  • CTS Buffer Depth: 4
  • Cts hold-fix bufs: 0
  • Post_cts resized: 0
  • Clock root cell: clkbuf_16
  • Post-CTS Setup Bufs: 0
  • Inserted Clock Buffers: 347
  • Worst-path clk slew: 0.06 ns
  • H-tree Lvls: 5

Worst hold path
  • Hold path endpoint: mem_boundary_condition.q[18]
  • Worst hold stages: 4
  • Worst min path class: register to register
  • Min-delay src: mem_boundary_condition.ram[106][18]

Route
  • DR vias/cell: 6.05
  • Avg WL per Cell: 32.9 um
  • Violation tally from detailed-route iteration zero: 3502
  • DR vias: 57100
  • Drt pass-1 iters: 5
  • Post-Route WL: 310000 um
  • Post-DRT Antenna Nets: 0
  • DRC viols: 0
cell usage in the layout, fill, tap and decap left out, types with 8 or more instances in the layout:
cell / Yosys / layout
dlxtn_1: 42 / 8
inv_6: 0 / 10
clkbuf_16: 0 / 356
nand2_1: 22 / 19
clkbuf_1: 162 / 77
nor2_4: 0 / 119
nand3_1: 12 / 8
clkinv_2: 0 / 60
mux4_2: 1134 / 1134
clkinv_1: 0 / 80
clkdlybuf4s50_1: 0 / 117
bufinv_16: 0 / 24
mux2_2: 60 / 60
nor3_2: 0 / 9
dlxtn_4: 0 / 33
buf_4: 1 / 223
edfxtp_1: 3456 / 3456
dfxtp_1: 27 / 27
nor2_1: 131 / 12
metal layers:
layer	vias up	wire (um)	GRT usage
li1	23646	-	-
met2	3959	145000	0.370
met1	29073	90000	0.335
met5	-	849	0.0236
met4	16	8290	0.0576
met3	406	65800	0.243
power breakdown:
part | switching, mW | leakage (nW) | total, mW | internal [mW]
clock | 11.9 | 5.28 | 28.1 | 16.3
sequential | 0.268 | 31.6 | 36.7 | 36.5
combinational | 1.37 | 9.40 | 2.52 | 1.15
total | 13.5 | 46.3 | 67.4 | 53.9
per-stage QoR:
step / hold slack, ns / power (mW) / setup slack [ns] / util
after floorplan: 1.07 / 38.8 / 2.33 / -
after CTS: 1.12 / 68.0 / 1.57 / 0.571
after detailed placement: 1.11 / 40.0 / 1.81 / 0.530
after global routing: 1.17 / 69.4 / 1.61 / 0.571
final: 1.12 / 67.4 / 1.63 / 0.571
after global placement: 1.10 / 39.9 / 1.83 / 0.530
kinds of logic after synthesis:
logic type               Yosys count  synth area share
flip-flops                      3483             0.783
multiplexers                    1194             0.197
buffers and inverters            278           0.00873
AND/OR/NAND/NOR                  194           0.00603
latches                           42           0.00473
AND-OR/OR-AND                     10          0.000413
XOR/XNOR                          10          0.000657
adder cells (fa/ha/maj)            1         0.0000939
sequential cells by signal, indices dropped and copies added, names as in the netlist:
signal                      cells
mem_boundary_condition.ram   3456
mux1.out_writeaddr              7
mux1.out_readaddr               7
mux1.out_data                  27
mux1.out_we                     1
mem_boundary_condition.q       27
worst max-delay path by stage:
stage                                   startpoint        end  cells after the start
after CTS             mem_boundary_condition.q[17]  out_n[17]                      1
after global routing  mem_boundary_condition.q[17]  out_n[17]                      1
final                 mem_boundary_condition.q[17]  out_n[17]                      1
cell type report:
cell class | instances | area (um^2) | area share
antenna | 7 | 17.5 | 0.000116
sequential | 3525 | 105000 | 0.694
timing repair buffer | 345 | 2930 | 0.0194
inverter | 4 | 15.0 | 0.0000992
multi-input combinational | 1409 | 28200 | 0.186
tap | 3533 | 4420 | 0.0292
clock inverter | 181 | 1490 | 0.00985
clock buffer | 437 | 9250 | 0.0611
Power and IR drop assume default switching activity.
